==> config.mk <==
export PLATFORM = sky130hd
export DESIGN_NAME = boothr4
export DESIGN_NICKNAME = boothr4
export VERILOG_FILES = /design/flow/design.v
export SDC_FILE = /design/flow/constraint.sdc
export NUM_CORES = 4
export LEC_CHECK = 1
export CORE_UTILIZATION = 50
==> constraint.sdc <==
current_design boothr4

set clk_period 1.6
set clk_io_pct 0.2

create_clock -name clk0 -period $clk_period [get_ports {clk}]

set non_clock_inputs [all_inputs -no_clocks]
set_input_delay [expr $clk_period * $clk_io_pct] -clock clk0 $non_clock_inputs
set_output_delay [expr $clk_period * $clk_io_pct] -clock clk0 [all_outputs]
==> design.v <==
module booth_algo
            (
                control,
                inbus, 
                outbus,
                q_reg
            );
    input       [8:0]   control;
    input       [7:0]   inbus;
    output reg  [7:0]   outbus;
    output      [2:0]   q_reg;
    reg         [17:0]  AQ;
    reg         [7:0]   M;
    reg         [8:0]   M1;
    reg         [8:0]   M2;
    reg         [8:0]   sum;
    always @(control) begin
        case (control)
            9'b000000001: begin
                AQ[8:1] = inbus;
                AQ[17:9] = 9'b0;
                AQ[0] = 1'b0;
            end
            9'b000000010: begin
                M = inbus;
                M1 = {M[7],M};
                M2 = M1<<1;
            end
            9'b000000100: begin
                AQ[17:9] = AQ[17:9] + M1;
            end
            9'b000001100: begin
                AQ[17:9] = AQ[17:9] - M1;
            end
            9'b000010100: begin
                AQ[17:9] = AQ[17:9] + M2;
            end
            9'b000011100: begin
                AQ[17:9] = AQ[17:9] - M2;
            end
            9'b000100000: begin
                sum = AQ[17:9];
                AQ = {sum[8],sum[8],sum,AQ[8:2]};
            end
            9'b001000000:;
            9'b010000000: begin
                outbus = AQ[8:1];
            end
            9'b100000000: begin
                outbus = AQ[16:9];
            end
        endcase
    end
    assign q_reg=AQ[2:0];   
endmodule
module boothr4
         (
            inbus,
            outbus,
            clk,
            beginsig,
            locksig,
            endsig
         );
    input           clk;
    input           beginsig;
    input           locksig;
    input  [7:0]    inbus;
    output          endsig;
    output [7:0]    outbus;
    wire   [2:0]    q_reg;
    wire   [8:0]    control; 
    control_unit cu
            (
                .clk(clk),
                .beginsig(beginsig),
                .locksig(locksig),
                .q_reg(q_reg),
                .endsig(endsig),
                .control(control)
            );
    booth_algo algo
            (
                .control(control),
                .inbus(inbus),
                .outbus(outbus),
                .q_reg(q_reg)
            );
endmodule
module control_unit
        (
            clk,
            beginsig,
            locksig,
            q_reg,
            endsig,
            control
        );
    input               clk;
    input               beginsig;
    input               locksig;
    input       [2:0]   q_reg;
    output reg  [8:0]   control;
    output              endsig;
    reg         [2:0]   current_state;
    reg         [2:0]   next_state;
    reg         [1:0]   counter;
    always @(posedge clk, posedge beginsig) begin
        if (beginsig) begin
            current_state = 3'b000;
        end
        else begin
            current_state = next_state;
        end
    end
    always @(locksig,current_state) begin
        case (current_state)
            3'b000: begin
                if (locksig) begin
                    next_state = 3'b001;
                end
            end
            3'b001: begin
                next_state = 3'b010;
            end
            3'b010: begin
                next_state = 3'b011;
            end
            3'b011: begin
                next_state = 3'b100;
            end
            3'b100: begin
                next_state = 3'b101;
            end
            3'b101: begin
                if (counter == 2'b11) begin
                    next_state = 3'b110;
                end
                else begin
                    next_state = 3'b011;
                end
            end
            3'b110: begin
                next_state = 3'b111;
            end
            3'b111: begin
            end
            default:;
        endcase
    end
    always @(current_state) begin
        case (current_state)
            3'b000:; 
            3'b001: begin
                counter = 2'b0;
                control = 9'b000000001;
            end
            3'b010: begin
                control = 9'b000000010;
            end
            3'b011: begin
                case (q_reg)
                    3'b001,3'b010: begin
                        control = 9'b000000100;
                    end
                    3'b101,3'b110: begin
                        control = 9'b000001100;
                    end
                    3'b011: begin
                        control = 9'b000010100;
                    end
                    3'b100: begin
                        control = 9'b000011100;
                    end
                    default:;
                endcase
            end
            3'b100: begin
                control = 9'b000100000;
            end
            3'b101: begin
                if (counter != 2'b11) begin
                    control = 9'b001000000;
                    counter = counter +1'b1;
                end
            end
            3'b110: begin
                control = 9'b010000000;
            end
            3'b111:begin
                control = 9'b100000000;
            end
            default:;
             endcase
    end
    assign endsig=(current_state != 3'b111 && current_state != 3'b000)?1'b1:1'b0;
endmodule   
==> run.sh <==
#!/bin/bash
# OpenROAD 26Q1-2900-gdf79404cd8, Yosys 0.63+post, stock flow scripts
make -C /OpenROAD-flow-scripts/flow DESIGN_CONFIG=/design/flow/config.mk WORK_HOME=/design/flow/orfs finish
==> out/summary.txt <==
max incr delay on CP: 0.39 ns
drt first-iter violations: 53
status: finished clean
GRT overflow: 0
final period demand of the worst path: 1.45 ns
P_int: 390 uW
slew at the pin closest to its max-slew limit: 0.619 ns
Simple Share, Synth: 21.9%
initial antenna violation count: 0
vias in the first global route: 1,754
clk buf depth: 2
pre-CTS setup slack: 0.127 ns
comb area leader: simple AND/OR/NAND/NOR gates
count of unclocked register or latch pins: 48
DP HPWL: 3.95 mm
core area: 4440 um2
worst hold path type: in2async
setup TNS: 0 ns
CTS clock-pin slew for the worst setup and hold paths: 0.03 ns
fp_density: 52.8%
chip area: 4970 um2
Top Layout Cells: dlxtn_1 (48), nor2_1 (27), clkdlybuf4s50_1 (18)
clk root buf: clkbuf_8
Synth-to-Final Area Change: 13.6%
ao+oa area frac: 12.8%
CP Launch Point: cu.current_state[0]$_DFF_PP0_
RePlAce Congestion: 0.832
global-route wire length before repair: 8.31 mm
number of enable flip-flop cells: 0
mean area per synthesized cell: 8.75 um2
Syn Std Cell Area: 2350 um2
Die Span X: 70.5 um
diodes inserted: 0
yosys warns: 243
Flops after synth: 51
power share of the sequential group: 22.9%
max-slew violations: 0
post-synthesis cell count: 268
Boundary Pins: 20
fmax: 0.689 GHz
Total Routing Usage GR: 21.4%
Port Buf Inserts: 19
cts bufs inserted: 3
# rows: 24
share of cells above drive strength 1: 12.5%
Log Warnings: 26
Adders+Majority by Area: 10.8%
headroom to the max-slew limit: 58.7%
largest net degree at the start of global routing: 19
final period utilization: 90.7%
VDD IR max: 0.000376 V
Critical Path Start Type: register
PD cells: 207 nW/um2
crit path cell chain: nor3_2, nor2_2, dlygate4sd2_1
CTS tree: built
endpoints left unconstrained: 59
P_leak: 1.20 nW
FFs w/ async S/R, synth: 5.88%
critical path's slowest cell: dfrtp_1
yosys stat cell total: 268
logic gate share of total power: 37.9%
Via-to-Cell Ratio: 5.37
DRT Pass-1 Iters: 21
YS chip area: 2350 um2
worst-path maximum fanout: 3
Commonest Layout Cell: dlxtn_1
clock network power share: 39.2%
worst hold slack: 0.273 ns
CP Class: reg2out
sw power: 161 uW
CTS H-Tree Depth: 1
maxcap violations: 0
Antenna Nets Post-Route: 0
Synth Area in XOR/XNOR: 8.96%
Routed WL: 4.71 mm
Cell Type Count: 51
CP Capture Type: primary output
Via Count: 1,831
final hold violation count: 0
mux share: 8.75%
Synth Flop Type: dlxtn_1
Critical Path AT: 1.13 ns
RSZ-0062 raised after global routing: false
Sw Ratio: 29.2%
DRC Markers: 0
CP required: 1.28 ns
setup ws final: 0.149 ns
routed len/inst: 13.8 um
final setup vio count: 0
Die Y: 70.5 um
[worst max-delay path: cells and delay by family, from the launching register on]
| kind | cells | cell delay, ns |
|---|---|---|
| flops | 1 | 0.39 |
| simple gates | 2 | 0.29 |
| buf+inv | 1 | 0.23 |
[power groups by stage]
stage | sequential [mW] | clock, mW | combinational, mW
CTS | 0.126 | 0.221 | 0.212
finish | 0.126 | 0.216 | 0.209
global route | 0.130 | 0.235 | 0.238
[path summary, 6_finish.rpt]
| kind | endpoint | depth (start not counted) |
|---|---|---|
| worst min-delay path | cu.current_state[2]$_DFF_PP0_ | 2 |
| worst max-delay path | endsig | 3 |
| max in group asynchronous | cu.current_state[1]$_DFF_PP0_ | 2 |
| min in group clk0 | endsig | 3 |
[registers in the layout, summed over array words and instances, names as in the netlist]
register,cells
algo.AQ,18
cu.next_state,3
cu.control,9
cu.counter,2
algo.M2,8
algo.outbus,8
cu.current_state,3
[metrics by stage]
stage               std cells  utilization [%]  area (um2)  total power [mW]
CTS                       341             60.0        2670             0.560
global placement          336             58.5        2600             0.336
global route              341             60.0        2670             0.603
finish                    341             60.0        2670             0.551
detailed placement        336             58.5        2600             0.338
floorplan                 268                -        2350             0.275
[cells by family after synthesis]
logic type	Yosys count
latches	48
DFF	3
buffers and inverters	17
adders and majority gates	19
AOI/OAI and AO/OA	47
xor gates and xnor gates	24
and+or+nand+nor	92
muxes	18
[repair_timing]
action                                  in CTS  in global routing
endpoints found under the setup margin       1                  0
gates resized                                4                  0
hold buffers                                 0                  0
setup buffers                                1                  0
[final cells by class]
class	count	area, um2
inverters	10	37.5
flip-flops and latches	51	796
clock buffers	4	45.0
fillers	420	1780
well taps	52	65.1
repair buffers	24	226
multi-input cells	200	1500
[layer usage]
metal / vias up / wire, um / track usage (%)
met5: - / 0 / 0
met4: 0 / 0 / 0.907
met3: 0 / 102 / 0.584
met2: 21 / 2370 / 38.5
met1: 825 / 2230 / 31.1
li1: 985 / - / -
[cells in the mapped netlist, types with 2 or more instances]
master / instances / area, um2
o21ai_0: 11 / 55.1
a22oi_1: 2 / 15.0
and3_1: 6 / 37.5
a21oi_1: 11 / 55.1
xnor2_1: 17 / 149
nor2_1: 28 / 105
nand2_1: 13 / 48.8
xor2_1: 7 / 61.3
o211ai_1: 2 / 15.0
nand3b_1: 2 / 15.0
o22ai_1: 3 / 18.8
ha_1: 17 / 213
fa_1: 2 / 40.0
mux2_2: 16 / 180
dfrtp_1: 3 / 75.1
and2_1: 3 / 18.8
nor3_1: 6 / 30.0
clkbuf_1: 4 / 15.0
nand3_1: 3 / 15.0
dlxtn_1: 48 / 721
inv_1: 10 / 37.5
nor2b_1: 6 / 37.5
a21o_1: 7 / 52.6
buf_2: 3 / 15.0
and4b_2: 2 / 22.5
nand2b_1: 6 / 37.5
nor3b_1: 5 / 37.5
and3b_1: 2 / 17.5
Power is estimated from default activity; no workload was simulated.
