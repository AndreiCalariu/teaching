==> flow/design.v <==
module divres
	( 
		M,
		Q,
		clk,
		start,
		reset,
		outbus,
		busy
	);
	input 		[7:0] 	M;
	input 		[7:0] 	Q;
	input 			clk;
	input 			start;
	input			reset;
	output reg 	[7:0]	outbus;
	output			busy;
	reg 		[2:0] 	counter;
	reg 		[2:0] 	current_state;
	reg		[2:0]	next_state;
  	reg 		[16:0] 	AQ;
	reg 		[8:0] 	M1;
	reg 		[8:0] 	sum;
	always @(start,counter,current_state)
	begin
		case (current_state)
			3'b000: begin
				if (start) begin
					next_state<=3'b001;
				end	
			end
			3'b001: begin
				next_state<=3'b010;
			end
			3'b010: begin
             			if(counter==3'b111) begin
					next_state<=3'b100;
				end
			end
			3'b100: begin
				next_state<=3'b011;
			end
			3'b011:begin
				next_state<=3'b101;
			end
			3'b101:;
			default: next_state<=3'b001;
		endcase
	end		
	always @(posedge clk or posedge reset)
	begin
		if(reset) begin
			current_state<=3'b000;
		end
		else begin
			current_state<=next_state;
		end
	end
	always @(posedge clk) begin
		case (current_state)
			3'b000: ;
			3'b001: begin
              			AQ[16:8]<=9'b0;
              			AQ[7:0]<=Q;
				counter<=3'b000;
				M1<={M[7],M};
			end
			3'b010: begin
		             	AQ<={AQ[15:1],1'b0};
	        		AQ<=AQ[16:8]-M1;
              			if(AQ[16]==0) begin
                  			AQ[0]=1'b1;
                		end
              			else begin
                  			AQ[0]=1'b0;
                  			AQ<=AQ[16:8]+M1;
                		end
              		end
			3'b011: begin
              			outbus<=AQ[15:8];
			end
			3'b100: begin
              			outbus<=AQ[7:0];
			end
			3'b101: ;
		endcase
	end
	assign busy = (current_state != 3'b101 && current_state!=3'b000) ? 1'b1:1'b0;
endmodule
==> flow/run.sh <==
#!/bin/bash
# OpenROAD 26Q1-2900-gdf79404cd8, Yosys 0.63+post, stock flow scripts
make -C /OpenROAD-flow-scripts/flow DESIGN_CONFIG=/design/flow/config.mk WORK_HOME=/design/flow/orfs finish
==> flow/config.mk <==
export PLATFORM = sky130hd
export DESIGN_NAME = divres
export DESIGN_NICKNAME = divres
export VERILOG_FILES = /design/flow/design.v
export SDC_FILE = /design/flow/constraint.sdc
export NUM_CORES = 4
export LEC_CHECK = 1
export CORE_AREA = 10 10 108 108
export DIE_AREA = 0 0 118 118
==> flow/constraint.sdc <==
current_design divres

set clk_period 4.5
set clk_io_pct 0.2

create_clock -name clk0 -period $clk_period [get_ports {clk}]

set non_clock_inputs [all_inputs -no_clocks]
set_input_delay [expr $clk_period * $clk_io_pct] -clock clk0 $non_clock_inputs
set_output_delay [expr $clk_period * $clk_io_pct] -clock clk0 [all_outputs]
==> impl_metrics.py <==
# Auto-generated metrics
metrics = {
    "outcome": {
        "outcome": "completed",
    },
    "place": {
        "portBuffers": 27,
        "gp_congestion": 0.846,
        "placed_area_mm2": 0.00244,
        "dpl.hpwl_um": 3300,
    },
    "clock_tree": {
        "clk_pin_slew_ps": 70,
        "cts_max_level": 2,
        "ctsResizeCount": 0,
        "clk_latency_ps": 280,
        "clockRootBuffer": "clkbuf_8",
        "cts_setup_buffers": 0,
        "cts_buffer_depth": 2,
        "cts_made_buffers": 5,
        "cts_hold_buf": 0,
        "tritoncts": "done",
    },
    "timing": {
        "fmax_mhz": 418,
        "unclocked_regs": 3,
        "setup_viol": 0,
        "period_used_pct": 53.2,
        "untimed_endpoints": 6,
        "tightest_slew_ps": 658,
        "fin_skew_ps": 7.87,
        "finalCriticalPeriod_ps": 2390,
        "fin_tns_setup_ps": 0,
        "relSlewSlack_pct": 56.1,
        "rsz0062_at_grt": "no",
        "hold_viol": 0,
        "finalMaxSlewViolations": 0,
    },
    "worst_setup_path": {
        "critical_path.endpoint": "AQ[7]",
        "critPathRequiredTime_ps": 4650,
        "reg2reg_setup_slack_ps": 2110,
        "rr_worst_depth": 7,
        "timing.rr.end": "AQ[7]",
        "worstPathArrival_ps": 2540,
        "critPathKind": "flip-flop to flip-flop",
        "regToRegStartpoint": "AQ[15]",
        "worst-path-max-fanout": 34,
        "cp-startpoint": "AQ[15]",
        "worstSetupEndpointType": "flip-flop",
        "startpoint_type": "flip-flop",
    },
    "floorplan": {
        "chipWidth_um": 118,
        "dieArea_mm2": 0.0139,
        "die_y_um": 118,
        "fp-utilization_pct": 22.2,
        "core_area_mm2": 0.00928,
        "fp-row-count": 35,
        "io_pins": 28,
    },
    "global_routing": {
        "grt_usage_pct": 6.31,
        "grt_pass1_wl_um": 7280,
        "grt_busiest_layer": "met2",
        "grt_remaining_overflow": 0,
        "grt_max_degree": 35,
        "met3_usage_pct": 2.14,
        "grt_pass1_vias": 1470,
        "antenna_found_initial": 0,
        "use_met2_pct": 9.44,
        "grt_use_met1_pct": 8.96,
    },
    "logic_synthesis": {
        "area_leaders": "edfxtp_1, ha_1, dfrtp_1",
        "ys_chip_area_mm2": 0.00206,
        "synth.avg_cell_area_um2": 10.7,
        "ff_type": "edfxtp_1",
        "yosys_cells": 193,
        "yosysTopAreaCell": "edfxtp_1",
        "yosysUniqueCellTypes": 54,
        "ys_ff": 33,
        "yosysTopAreaCellShare_pct": 39.4,
        "yosysWarnings": 1,
        "syn_area_mm2": 0.00206,
        "async_flop_share_pct": 9.09,
        "syn_inst": 193,
        "edf_count": 27,
    },
    "pwr": {
        "p_per_area_mw_per_mm2": 212,
        "ir_worst_vdd_mv": 0.0835,
        "cellLeakagePower_nw": 0.965,
        "finalPower_uw": 535,
    },
    "drt": {
        "drc_errors": 0,
        "drtAntennaViolNets": 0,
        "routed_wl_um": 4300,
        "via_count": 1437,
        "wire_per_inst_um": 12.3,
        "drt_iter0_markers": 36,
        "drtPass1Iterations": 4,
        "viasPerCell": 4.11,
        "n_antenna_cell": 0,
    },
    "flow_run": {
        "maxCapViolations": 0,
        "tool_warnings": 34,
    },
    "cells_and_area": {
        "n_fill_cell": 1020,
        "drive_above_1_share_pct": 10.4,
        "area_growth_pct": 22.5,
        "final_area_mm2": 0.00252,
    },
    "hold_path": {
        "min_path_type": "flip-flop to flip-flop",
    },
}
==> area by class of cell <==
| class | count | area, um2 | share of cell area [%] |
|---|---|---|---|
| clock buffers | 5 | 68.8 | 2.73 |
| clock inverters | 3 | 16.3 | 0.645 |
| inverters | 17 | 63.8 | 2.53 |
| multi-input cells | 133 | 988 | 39.2 |
| flip-flops and latches | 33 | 931 | 36.9 |
| well taps | 129 | 161 | 6.40 |
| repair buffers | 30 | 293 | 11.6 |
==> power breakdown <==
group          switching [mW]  internal, mW  leakage [nW]
sequential                  0         0.302         0.315
combinational         0.00479        0.0153         0.608
clock                   0.107         0.106        0.0416
==> worst min-delay path by stage <==
stage         startpoint        end  slack [ps]  cells past startpoint
CTS                AQ[2]  outbus[2]         520                      1
global route       AQ[6]  outbus[6]         550                      1
finish             AQ[4]  outbus[4]         520                      1
==> state kept, by name, summed over array words and instances (netlist names) <==
name,count
AQ,11
M1,8
outbus,8
current_state,3
next_state,3
==> kinds of logic after synthesis <==
kind of cell	count (synthesis)	share of synthesized area (%)
multiplexers	3	1.58
AND-OR/OR-AND	47	16.0
flip-flops	30	43.0
latches	3	2.19
adder cells (fa/ha/maj)	19	12.3
XOR/XNOR	5	2.13
buffers and inverters	27	6.80
AND/OR/NAND/NOR	59	16.0
==> metrics by stage <==
step           util [%]  hold slack [ps]  setup slack [ps]  std cells
2_1_floorplan         -              495              2290        193
3_3_place_gp       26.3              503              2170        342
6_report           27.2              520              2110        350
3_5_place_dp       26.3              505              2140        342
5_1_grt            27.2              550              1970        350
4_1_cts            27.2              524              2090        350
==> cell usage in the layout (no fill, tap or decap), types with 2 or more instances in the layout <==
master	n
or4_1	2
a21o_1	7
ha_1	17
o31ai_1	4
nand2b_1	3
o21ai_0	11
nand4_1	3
or3_1	2
dlxtn_1	3
o21a_1	2
fa_1	2
clkbuf_8	5
edfxtp_1	27
nand2_1	17
xnor2_1	2
a211o_2	2
mux2_2	2
nor2b_1	5
nor3b_1	2
nand3_1	3
nor3_1	4
a21oi_1	8
clkdlybuf4s50_1	27
xor2_1	3
a31oi_1	3
nor2_1	6
inv_1	17
buf_4	3
dfrtp_1	3
==> synthesized netlist by cell type (3+ instances only) <==
| master | count |
|---|---|
| edfxtp_1 | 27 |
| ha_1 | 17 |
| inv_1 | 17 |
| nand2_1 | 17 |
| o21ai_0 | 11 |
| a21oi_1 | 8 |
| a21o_1 | 7 |
| nor2_1 | 6 |
| nor2b_1 | 5 |
| nor3_1 | 4 |
| o31ai_1 | 4 |
| a31oi_1 | 3 |
| clkbuf_1 | 3 |
| dfrtp_1 | 3 |
| dlxtn_1 | 3 |
| nand2b_1 | 3 |
| nand3_1 | 3 |
| nand4_1 | 3 |
| xor2_1 | 3 |
==> critical path, stage by stage (launching register included) <==
cell,delay (ps)
edfxtp_1,360
buf_4,240
ha_1,500
nor2b_2,80
or2_0,200
o41a_1,360
or4_1,400
nand4_1,100
==> layer usage <==
metal | vias up | part of all wire, %
met5 | - | 0
met4 | 0 | 1.3
met3 | 8 | 6.5
met2 | 35 | 43
met1 | 645 | 49
li1 | 749 | -
No activity file was given, so power comes from the tool's default toggle rates.
